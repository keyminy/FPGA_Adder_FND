`design.v`:
```
`timescale 1ns / 1ps
module full_adder(
    input a,
    input b,
    input c_in,
    output o_sum,
    output o_carry
    );
   wire w_sum1;
   wire w_carry1;
   wire w_carry2;
   half_adder HA1(
    .a(a),
    .b(b),
    .o_sum(w_sum1),
    .o_carry(w_carry1)
   );
   half_adder HA2(
    .a(w_sum1),
    .b(c_in),
    .o_sum(o_sum),
    .o_carry(w_carry2)
   );
   assign o_carry = w_carry1 | w_carry2;
endmodule
module full_adder4(
    input [3:0] a,
    input [3:0] b,
    input c_in,
    output carry,
    output [3:0] sum
);
    wire [3:0] w_carry;
    full_adder fa0(
        .a(a[0]),
        .b(b[0]),
        .c_in(c_in),
        .o_sum(sum[0]),
        .o_carry(w_carry[0])
    );
    full_adder fa1(
        .a(a[1]),
        .b(b[1]),
        .c_in(w_carry[0]),
        .o_sum(sum[1]),
        .o_carry(w_carry[1])
    );
    full_adder fa2(
        .a(a[2]),
        .b(b[2]),
        .c_in(w_carry[1]),
        .o_sum(sum[2]),
        .o_carry(w_carry[2])
    );
    full_adder fa3(
        .a(a[3]),
        .b(b[3]),
        .c_in(w_carry[2]),
        .o_sum(sum[3]),
        .o_carry(w_carry[3])
    );
    assign carry = w_carry[3];
endmodule
`timescale 1ns / 1ps
module fulladd8(
    input [7:0] a,
    input [7:0] b,
    output [7:0] sum,
    output carry
    );
    wire [7:0] w_carry;
    full_adder4 fa4_0(
        .a(a[3:0]),
        .b(b[3:0]),
        .c_in(1'b0),
        .sum(sum[3:0]),
        .carry(w_carry)
    );
    full_adder4 fa4_1(
        .a(a[7:4]),
        .b(b[7:4]),
        .c_in(w_carry),  
        .sum(sum[7:4]),
        .carry(carry)  
    );
endmodule
`timescale 1ns / 1ps
module half_adder(
    input a,
    input b,
    output o_sum,
    output o_carry
    );
    xor(o_sum,a,b);
    and(o_carry,a,b);
endmodule
module BCD2SEG(
    input [3:0] bcd,
    output reg [7:0] seg
);
always @(bcd) begin
    case (bcd)
    4'h0: seg = 8'hc0;
    4'h1: seg = 8'hf9;
    4'h2: seg = 8'ha4;
    4'h3: seg = 8'hb0;
    4'h4: seg = 8'h99;
    4'h5: seg = 8'h92;
    4'h6: seg = 8'h82;
    4'h7: seg = 8'hf8;
    4'h8: seg = 8'h80;
    4'h9: seg = 8'h90;
    4'ha: seg = 8'h88;
    4'hb: seg = 8'h83;
    4'hc: seg = 8'hc6;
    4'hd: seg = 8'ha1;
    4'he: seg = 8'h86;
    4'hf: seg = 8'h8e;
    endcase
end
endmodule
`timescale 1ns / 1ps
module FndController(
    );
endmodule
module decoder_2x4(
    input [1:0] x,
    output reg [3:0] y
);
    always @(x) begin
        case(x)
            2'b00: y = 4'b1110;
            2'b01: y = 4'b1101;
            2'b10: y = 4'b1011;
            2'b11: y = 4'b0111;
        endcase
    end
endmodule
module digitSplitter(
    input [13:0] i_digit,
    output [3:0] o_digit_1,
    output [3:0] o_digit_10,
    output [3:0] o_digit_100,
    output [3:0] o_digit_1000
    );
    assign o_digit_1 = i_digit % 10;  
    assign o_digit_10 = i_digit /10 % 10;  
    assign o_digit_100 = i_digit / 100 % 10;  
    assign o_digit_1000 = i_digit / 1000 % 10;  
endmodule
module mux_4x1(
    input [1:0] sel,
    input [3:0] x0,
    input [3:0] x1,
    input [3:0] x2,
    input [3:0] x3,
    output reg [3:0] y
);
    always @(*) begin
        case(sel)
            2'b00: y=x0;
            2'b01: y=x1;
            2'b10: y=x2;
            2'b11: y=x3;
        endcase
    end
endmodule
module counter(
    input           clk,
    input           reset,
    output [1:0]    count
);
    reg [1:0] r_counter;
    assign count = r_counter;
    always @(posedge clk or posedge reset) begin
        if(reset) begin
            r_counter <= 0;
        end else begin
            if(r_counter == 3) begin
                r_counter <= 0;
            end else begin
                r_counter <= r_counter + 1;
            end
        end
    end
endmodule
module clkDiv(
    input clk,
    input reset,
    output o_clk
);
reg [16:0] r_counter;
reg r_clk;
assign o_clk = r_clk;
always @(posedge clk,posedge reset) begin
    if(reset) begin
        r_counter <= 0;
        r_clk <= 1'b0;
    end else begin
        if(r_counter == 100_000 -1) begin
            r_counter <= 0;
            r_clk <= 1'b1;
        end else begin
            r_counter <= r_counter + 1;
            r_clk <= 1'b0;
        end
    end
end
endmodule
`timescale 1ns / 1ps
module top_adder_fnd(
        input clk,
        input reset,
        input [7:0] a,
        input [7:0] b,
        output [3:0] fndCom,
        output [7:0] fndFont
    );
    wire [7:0] w_sum;
    wire w_carry;
    wire [1:0] w_select;
    wire [3:0] w_dig_1,w_dig_10,w_dig_100,w_dig_1000;
    wire [3:0] w_digit;
    wire w_clk_1khz;
    clkDiv U_ClkDiv(
        .clk(clk),
        .reset(reset),
        .o_clk(w_clk_1khz)
    );
    counter U_Counter(
        .clk(w_clk_1khz),
        .reset(reset),
        .count(w_select)
    );
    mux_4x1 U_Mux_4x1(
        .sel(w_select),
        .x0(w_dig_1),
        .x1(w_dig_10),
        .x2(w_dig_100),
        .x3(w_dig_1000),
        .y(w_digit)
    );
    decoder_2x4 U_Decoder_2x4(
        .x(w_select),
        .y(fndCom)
    );
    fulladd8 U_Adder8(
       .a(a),
       .b(b),
        .carry(w_carry),
        .sum(w_sum)
    );
    digitSplitter U_DigSplitter(
        .i_digit({5'b0,w_carry,w_sum}),
        .o_digit_1(w_dig_1),
        .o_digit_10(w_dig_10),
        .o_digit_100(w_dig_100),
        .o_digit_1000(w_dig_1000)
    );
    BCD2SEG U_Bcd2Seg(
        .bcd(w_digit),
        .seg(fndFont)
    );
endmodule
```
`run.sh`:
```
#!/bin/bash
# OpenROAD 26Q1-2900-gdf79404cd8, Yosys 0.63+post, stock flow scripts
make -C /OpenROAD-flow-scripts/flow DESIGN_CONFIG=/design/flow/config.mk WORK_HOME=/design/flow/orfs finish
```
`config.mk`:
```
export PLATFORM = sky130hd
export DESIGN_NAME = top_adder_fnd
export DESIGN_NICKNAME = top_adder_fnd
export VERILOG_FILES = /design/flow/design.v
export SDC_FILE = /design/flow/constraint.sdc
export NUM_CORES = 4
export LEC_CHECK = 1
export CORE_UTILIZATION = 30
```
`constraint.sdc`:
```
current_design top_adder_fnd

set clk_period 15.8
set clk_io_pct 0.2

create_clock -name clk0 -period $clk_period [get_ports {clk}]

set non_clock_inputs [all_inputs -no_clocks]
set_input_delay [expr $clk_period * $clk_io_pct] -clock clk0 $non_clock_inputs
set_output_delay [expr $clk_period * $clk_io_pct] -clock clk0 [all_outputs]
```
==> flow_summary.ini <==
; implementation run metrics
[power]
combPwrFrac = 0.844
seq_power_share = 0.071
p_leak_uw = 0.00182
vdd_drop_max_v = 0.0000808
p_sw_frac = 0.455
power_frac_clock = 0.084
p_int_uw = 352
p_per_area_nw_per_um2 = 148
power_switching_uw = 294

[min_path]
whs_path_depth = 1
min_from = U_ClkDiv.r_counter[4]
hold_end = U_ClkDiv.r_counter[4]
hold_path_class = flip-flop to flip-flop

[synthesis]
ys_cells = 485
synth.avg_cell_area_um2 = 7.82
top_area_frac = 0.132
synthCells = 485
yosys.stat.seqShare = 0.132
syn_area_um2 = 3790
ys_types = 91
edf_count = 0
async_flop_share = 1.00
yosysWarnings = 7
yosysTopAreaCell = dfrtp_1
flop_cell = dfrtp_1
synth_flops = 20
yosysChipArea_um2 = 3790
synth.area.top_cells = dfrtp_1 (13%), ha_1 (10%), nor2_1 (4.3%)

[clocking]
cts.path.max_buffers = 2
path_clk_slew_ps = 50
cts_tree = built
cts-root-buf = clkbuf_16
htreeDepth = 1
insertion_delay_ps = 240
cts_made_buffers = 3

[sta]
untimed_endpoints = 6
tightest_slew_ps = 734
drv_slew = 0
hold_violations = 0
fin_crit_ps = 15280
relSlewSlack = 0.507
rsz0062_at_grt = no
setup_tns_ps = 0
finalSetupViolCount = 0
skew_ps = 1.51
clock.fmax_ghz = 0.0654
unclocked_regs = 2
fin_ws_ps = 517
fin_crit_sh = 0.967

[place]
dp.cells = 674
hpwl_um = 7090
gp_congestion = 0.919
io_buffers = 28
dp_slack_ps = 458

[setup_path]
path_delay_family = adder cells
crit_path_frequent_cell = fa_1
cp.buffers_inverters = 5
crit_path_end_kind = output pin
r2r_end = U_ClkDiv.r_counter[16]
cpPeakStageDelay_ps = 640
critPathLaunchType = input port
rr_worst_depth = 7
worst-setup-path-type = input port to output pin
critPathMaxFanout = 8
r2r_start = U_ClkDiv.r_counter[0]
r2r_slack_ps = 13800
crit_required_ps = 12640
slowest_stage = fa_2
cp_data_arrival_time_ps = 12120

[drt]
drc_errors = 0
drt-initial-drc-count = 288
vias = 3575
routedWlPerCell_um = 13.2
ant_nets = 0
wirelength_um = 8930
via_per_inst = 5.27
drtPass1Iterations = 5
antenna_cells = 0

[floorplan]
dieWidth_um = 114
fp-row-count = 40
fp-utilization = 0.312
core_um2 = 12200
die_y_um = 114
die-area_um2 = 13100
io_pins = 30

[grt]
grt_pass1_wl_um = 15700
grt_max_degree = 30
antenna_found_initial = 0
gr-usage-all-layers = 0.146
grt_pass1_vias = 3343
grt_overflow = 0

[cells_and_area]
stdcell_count = 678
drive_above_1_share = 0.125
layout_top_cell = nor2_1
syn_to_final_growth_pct = 15.3
nFillCells = 1215
final_util = 0.360
lay_top_cells = nor2_1 (43), inv_1 (38), nand2_1 (34)

[run]
maxCapViolations = 0
tool_warnings = 36

[run_status]
status = finished clean
-- logic make-up after synthesis --
kind of cell,after synthesis,share of synthesized area
AND-OR/OR-AND,151,0.295
XOR/XNOR,26,0.0719
adder cells (fa/ha/maj),42,0.150
buffers and inverters,67,0.0805
flip-flops,20,0.132
multiplexers,11,0.0350
other,1,0.000988
AND/OR/NAND/NOR,167,0.235
-- power by group through the flow --
| stage | registers (uW) | clock network (uW) | logic, uW |
|---|---|---|---|
| CTS | 46.1 | 55.6 | 541 |
| global route | 46.1 | 58.3 | 606 |
| finish | 46.2 | 54.5 | 545 |
-- synth_stat cells, drive strengths merged, types with 4 or more instances --
| master | instances |
|---|---|
| or3 | 10 |
| or2 | 6 |
| nor2b | 9 |
| o21ai | 31 |
| and2 | 5 |
| xor2 | 10 |
| a21boi | 6 |
| o211a | 5 |
| dfrtp | 20 |
| a21oi | 30 |
| xnor2 | 16 |
| o31ai | 7 |
| nand4 | 5 |
| a211oi | 4 |
| nand2b | 5 |
| buf | 16 |
| and4 | 4 |
| maj3 | 4 |
| a21o | 7 |
| nand3 | 15 |
| o211ai | 6 |
| nor2 | 43 |
| o311ai | 4 |
| fa | 7 |
| nand2 | 34 |
| nor3 | 15 |
| a22oi | 4 |
| mux2i | 5 |
| and3 | 5 |
| clkbuf | 8 |
| a31oi | 7 |
| ha | 31 |
| mux2 | 5 |
| inv | 42 |
-- how the worst max path moves through the flow --
stage | startpoint | endpoint | slack (ps) | cells past startpoint
4_1_cts | a[0] | fndFont[0] | 440 | 28
5_1_grt | a[0] | fndFont[5] | 60 | 30
6_report | a[0] | fndFont[5] | 520 | 30
-- registers in the layout, indices dropped and copies added, names as in the netlist --
signal               flops
U_ClkDiv.r_clk           1
U_Counter.r_counter      2
U_ClkDiv.r_counter      17
-- layer usage --
| layer | share of wire | vias up | global-route usage |
|---|---|---|---|
| met5 | 0 | - | 0 |
| met2 | 0.43 | 99 | 0.223 |
| met1 | 0.52 | 1645 | 0.237 |
| li1 | - | 1825 | - |
| met4 | 0.0077 | 0 | 0.0104 |
| met3 | 0.045 | 6 | 0.00971 |
-- worst register-to-register path, delay by kind of cell (launching register included) --
| family | cells | cell delay [ps] |
|---|---|---|
| simple gates | 4 | 1120 |
| flops | 1 | 400 |
| fa+ha+maj | 1 | 220 |
| buf+inv | 1 | 50 |
| compound gates | 1 | 140 |
-- stage by stage --
step | cell area (um2) | total power [uW] | hold slack [ps]
finish | 4370 | 646 | 494
global route | 4370 | 710 | 497
CTS | 4360 | 642 | 490
detailed placement | 4270 | 585 | 478
global placement | 4270 | 582 | 463
floorplan | 3790 | 446 | 446
-- layout make-up --
class / count / area [um2] / share of cell area
tap: 168 / 210 / 0.0481
inverter: 43 / 161 / 0.0369
clock buffer: 4 / 88.8 / 0.0203
sequential: 20 / 500 / 0.114
timing repair buffer: 45 / 408 / 0.0932
multi-input combinational: 398 / 3010 / 0.687
-- what timing repair did --
action | in CTS | in global routing
hold buffers | 0 | 0
resized | 0 | 4
setup endpoints to repair | 0 | 5
setup buffers | 0 | 0
Power is estimated from default activity; no workload was simulated.
