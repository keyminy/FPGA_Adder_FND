--- design.v ---
module hex2seg(
    input [3:0] din,
    output [6:0] seg_d
    );
assign seg_d = (din == 4'h0) ? ~(7'h3f) :
               (din == 4'h1) ? ~(7'h06) :
               (din == 4'h2) ? ~(7'h5b) :
               (din == 4'h3) ? ~(7'h4f) :
               (din == 4'h4) ? ~(7'h66) :
               (din == 4'h5) ? ~(7'h6d) :
               (din == 4'h6) ? ~(7'h7d) :
               (din == 4'h7) ? ~(7'h27) :
               (din == 4'h8) ? ~(7'h7f) :
               (din == 4'h9) ? ~(7'h6f) :
               (din == 4'ha) ? ~(7'h5f) :
               (din == 4'hb) ? ~(7'h7c) :
               (din == 4'hc) ? ~(7'h58) :
               (din == 4'hd) ? ~(7'h5e) :
               (din == 4'he) ? ~(7'h7b) :
                               ~(7'h71) ;
endmodule
--- run.sh ---
#!/bin/bash
# OpenROAD 26Q1-2900-gdf79404cd8, Yosys 0.63+post, stock flow scripts
make -C /OpenROAD-flow-scripts/flow DESIGN_CONFIG=/design/flow/config.mk WORK_HOME=/design/flow/orfs finish
--- config.mk ---
export PLATFORM = sky130hd
export DESIGN_NAME = hex2seg
export DESIGN_NICKNAME = hex2seg
export VERILOG_FILES = /design/flow/design.v
export SDC_FILE = /design/flow/constraint.sdc
export NUM_CORES = 4
export LEC_CHECK = 1
export CORE_AREA = 10 10 70 70
export DIE_AREA = 0 0 80 80
--- constraint.sdc ---
current_design hex2seg

set clk_period 1.9
set clk_io_pct 0.2

create_clock -name clk0 -period $clk_period

set non_clock_inputs [all_inputs -no_clocks]
set_input_delay [expr $clk_period * $clk_io_pct] -clock clk0 $non_clock_inputs
set_output_delay [expr $clk_period * $clk_io_pct] -clock clk0 [all_outputs]
==> job_summary.md <==
### Metrics collected by this job

| Metric | Value |
|---|---|
| Hold_ws | 1.30 ns |
| Initial antenna violation count | 0 |
| Vias in the first global route | 259 |
| Filler instances | 402 |
| Synthesis-to-finish area growth | 109% |
| Worst endpoint required time | 1.52 ns |
| Crit Path Class | in2out |
| Fin crit share | 94.2% |
| Logic pwr share | 100.0% |
| Largest net degree at the start of global routing | 9 |
| Maximum clock frequency | 559 MHz |
| Register area | 0 µm² |
| Iter 0 DRT Violations | 30 |
| Routability Congestion | 0.697 |
| Net Sw Power | 0.0000328 W |
| Clkbuf count | 0 |
| RSZ-0062 raised after global routing | no |
| Internal | 0.0000489 W |
| Critical Path AT | 1.41 ns |
| Worst-path fanout max | 4 |
| Slew @ Worst Pin | 0.264 ns |
| Final hold vios | 0 |
| DRC | 0 |
| Die height | 80 µm |
| Synth Warn # | 0 |
| Post-Route Utilization | 12.9% |
| Clock power share | 0% |
| Fin crit period | 1.79 ns |
| Ant diodes | 0 |
| Antenna-violating nets left | 0 |
| Setup violations, final | 0 |
| Hold Crit Class | in2out |
| Cell Type Count | 21 |
| Layout cells sized above 1 | 44.9% |
| Max Cap Viol | 0 |
| Number of standard cells reported by yosys | 29 |
| Mapped Area | 210 µm² |
| Yosys top cell by area | buf_6 |
| Post-Syn Instances | 29 |
| Via density | 2.77 |
| Sw Share | 40.1% |
| Via count | 263 |
| Final Max Slew Viols | 0 |
| Hpwl dp | 597 µm |
| GRT Util Overall | 2.24% |
| Flop count | 0 |
| IO Count | 11 |
| First-pass GRT wire length | 1210 µm |
| Port bufs | 11 |
| 1st-pass router iterations | 2 |
| Area leader share | 16.1% |
| Yosys stat chip area | 210 µm² |
| Pwr Total | 0.0000816 W |
| Core area | 3420 µm² |
| PnR worst setup slack | 0.110 ns |
| Cts hold-fix bufs | 0 |
| Slew margin rel. | 82.3% |
| Peak supply drop | 29.6 µV |
| Log Warnings | 32 |
| Row count | 21 |
| Status | finished clean |
| Finished Layout Cells | 95 |
| Area contributors post-synth | buf_6 16%, nor4b_4 11%, a21oi_1 7.1% |
| Pwr dens | 186 nW/µm² |
| Place WS | -0.515 ns |
| Register area share after synthesis | 0% |
| Final wirelength | 726 µm |
| Floorplan utilization | 6.15% |
| Worst setup EP type | primary output |
| Die ar. | 6400 µm² |
| CP Launch Type | input port |
| Flop pwr share | 0% |
| Pleak | 0.199 nW |
| Gr ovfl total | 0 |
| Cells after DPL | 91 |
| Synthesized area per cell | 7.25 µm² |
| Die Wd | 80 µm |
| Wirelength per Cell | 7.64 µm |
==> synth_stat cells <==
| cell type | n |
|---|---|
| or2b_1 | 1 |
| a21o_1 | 1 |
| xor2_1 | 1 |
| nand3_1 | 1 |
| o32ai_1 | 1 |
| nor3_2 | 1 |
| o21ai_1 | 1 |
| and3_1 | 1 |
| buf_4 | 1 |
| inv_1 | 1 |
| nand2_1 | 4 |
| nor4b_4 | 1 |
| a31oi_1 | 2 |
| o21ai_0 | 1 |
| or2_1 | 1 |
| a21oi_1 | 3 |
| buf_6 | 3 |
| mux2i_1 | 1 |
| o22ai_1 | 1 |
| nor2_1 | 1 |
| nor2b_2 | 1 |
==> metal layers <==
| layer | track usage (%) | vias up | part of all wire, % |
|---|---|---|---|
| li1 | - | 143 | - |
| met1 | 2.77 | 113 | 43 |
| met2 | 3.53 | 7 | 43 |
| met3 | 1.25 | 0 | 14 |
| met4 | 0 | 0 | 0 |
| met5 | 0 | - | 0 |
==> metrics by stage <==
| step | area [µm²] | TNS [ns] |
|---|---|---|
| floorplan | 210 | 0 |
| global placement | 404 | -3.04 |
| detailed placement | 404 | -3.04 |
| CTS | 439 | 0 |
| global route | 439 | 0 |
| finish | 439 | 0 |
==> layout make-up <==
class,instances,area [µm²],area share (%)
Timing Repair Buffer,24,206,47.0
Multi-Input combinational cell,24,171,39.0
Tap cell,46,57.6,13.1
Inverter,1,3.75,0.855
==> layout by cell type (no fill, tap or decap), types with 2 or more instances in the layout <==
master and instances:
buf_4 9, nand2_1 4, a31oi_1 2, dlygate4sd2_1 7
buf_2 2, buf_6 3, clkdlybuf4s15_2 3, a21oi_1 2
==> power groups by stage <==
stage         Sequential [W]  Clock [W]  Combinational [W]
global route               0          0          0.0000907
CTS                        0          0          0.0000824
finish                     0          0          0.0000816
==> kinds of logic after synthesis <==
kind of cell,Yosys count,share of synthesized area (%)
XOR/XNOR,1,4.17
AND-OR/OR-AND,10,28.6
multiplexers,1,4.76
AND/OR/NAND/NOR,12,41.1
buffers and inverters,5,21.4
==> worst paths after layout <==
kind                from       end  slack (ns)  depth (start not counted)
setup / recovery  din[2]  seg_d[2]        0.11                          7
hold / removal    din[1]  seg_d[5]        1.30                          4
==> what timing repair did <==
| action | 4_1_cts | 5_1_grt |
|---|---|---|
| resized | 25 | 0 |
| buffers inserted | 3 | 0 |
| setup endpoints to repair | 7 | 0 |
==> critical path: stages <==
cell and delay, ns:
clkdlybuf4s15_2 0.20, buf_6 0.12, buf_4 0.13, nor4b_4 0.23, a31oi_1 0.05, o21ai_0 0.07, dlygate4sd2_1 0.22
No activity file was given, so power comes from the tool's default toggle rates.
